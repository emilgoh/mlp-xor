--- /design/flow/config.mk ---
export PLATFORM = sky130hd
export DESIGN_NAME = MLP
export DESIGN_NICKNAME = MLP
export VERILOG_FILES = /design/flow/design.v
export SDC_FILE = /design/flow/constraint.sdc
export NUM_CORES = 4
export LEC_CHECK = 1
export CORE_UTILIZATION = 40
--- /design/flow/constraint.sdc ---
current_design MLP

set clk_period 6.3
set clk_io_pct 0.2

create_clock -name clk0 -period $clk_period [get_ports {clk}]

set non_clock_inputs [all_inputs -no_clocks]
set_input_delay [expr $clk_period * $clk_io_pct] -clock clk0 $non_clock_inputs
set_output_delay [expr $clk_period * $clk_io_pct] -clock clk0 [all_outputs]
--- /design/flow/design.v ---
`timescale 1ns/10ps
`timescale  1ns/10ps
module neuron2
(
    input   clk,         
    input   rst,         
    input   input1,      
    input   input2,      
    input   [7:0]  weight1,
    input   [7:0]  weight2,
    input   [7:0]  bias,
    output  reg [9:0] neuron_out
);
    reg [9:0] tmp_out;
    always@(posedge clk) begin
        if (rst) begin
            neuron_out <= 10'b000000000;          
        end
        else begin
            tmp_out <= (input1 * weight1) + (input2 * weight2) + bias;
            neuron_out <= (tmp_out <= 10'b000000000) ? 10'b000000000 : tmp_out[9:0];
        end
    end
endmodule
`timescale  1ns/10ps
module neuron3
(
    input   clk,                 
    input   rst,                 
    input   [9:0] input1,       
    input   [9:0] input2,   
    input   [9:0] input3,     
    input   [7:0]  weight1,
    input   [7:0]  weight2,
    input   [7:0]  weight3,
    input   [7:0]  bias,
    output  reg [10:0] neuron_out
);
    reg     [10:0] tmp_out;
    always@(posedge clk) begin
        if (rst) begin
            neuron_out <= 11'b00000000000;          
        end
        else begin
            tmp_out <= (input1 * weight1) + (input2 * weight2) + (input3 * weight3) + bias;
            neuron_out <= (tmp_out <= 11'b00000000000) ? 11'b00000000000 : tmp_out[10:0];
        end
    end
endmodule
module  MLP (
    input clk,               
    input reset,             
    input in1,               
    input in2,               
    input signed [7:0] hidden_weight1,
    input signed [7:0] hidden_weight2,
    input signed [7:0] hidden_bias1,
    input signed [7:0] hidden_weight3,
    input signed [7:0] hidden_weight4,
    input signed [7:0] hidden_bias2  ,
    input signed [7:0] hidden_weight5,
    input signed [7:0] hidden_weight6,
    input signed [7:0] hidden_bias3  ,
    input signed [7:0] output_weight1,
    input signed [7:0] output_weight2,
    input signed [7:0] output_weight3,
    input signed [7:0] output_bias   ,
    output reg final_out     
);
    wire [9:0] hidden_neuron1_out;
    wire [9:0] hidden_neuron2_out;
    wire [9:0] hidden_neuron3_out;
    neuron2 hidden_neuron1(
        .clk(clk),
        .rst(reset),
        .input1(in1),
        .input2(in2),
        .weight1(hidden_weight1),
        .weight2(hidden_weight2),
        .bias(hidden_bias1),
        .neuron_out(hidden_neuron1_out)
    );
    neuron2 hidden_neuron2(
        .clk(clk),
        .rst(reset),
        .input1(in1),
        .input2(in2),
        .weight1(hidden_weight3),
        .weight2(hidden_weight4),
        .bias(hidden_bias2),
        .neuron_out(hidden_neuron2_out)
    );
    neuron2 hidden_neuron3(
        .clk(clk),
        .rst(reset),
        .input1(in1),
        .input2(in2),
        .weight1(hidden_weight5),
        .weight2(hidden_weight6),
        .bias(hidden_bias3),
        .neuron_out(hidden_neuron3_out)
    );
    wire [10:0] output_neuron_out;
    neuron3 output_neuron(
        .clk(clk),
        .rst(reset),
        .input1(hidden_neuron1_out),
        .input2(hidden_neuron2_out),
        .input3(hidden_neuron3_out),
        .weight1(output_weight1),
        .weight2(output_weight2),
        .weight3(output_weight3),
        .bias(output_bias),
        .neuron_out(output_neuron_out)
    );
    always@(posedge clk) begin
        if(reset) begin                  
            final_out <= 0;
        end
        else begin
            final_out <= output_neuron_out[10];
        end
    end 
endmodule
--- /design/flow/run.sh ---
#!/bin/bash
# OpenROAD 26Q1-2900-gdf79404cd8, Yosys 0.63+post, stock flow scripts
make -C /OpenROAD-flow-scripts/flow DESIGN_CONFIG=/design/flow/config.mk WORK_HOME=/design/flow/orfs finish
==> Changelog: implementation <==
### Implementation results

- Status: finished, final reports clean
- Post-Syn Area: 0.00859 mm2
- H-tree Lvls: 3
- Total Negative Setup Slacks: 0 ns
- Pre-CTS WS: -0.697 ns
- Crit Path Class: in2reg
- Worst setup EP type: register
- Tmin final: 6.10 ns
- Top_reg_cell synth: dfxtp_1
- Synth Area per Inst: 9.63 um2
- Post-synth EDFFs: 31
- Worst r2r src: hidden_neuron1.neuron_out[1]
- RSZ-0062 raised after global routing: yes
- Mean routed wirelength per cell: 11.8 um
- Congestion Overflow GR: 0
- Number of buffers created by CTS: 9
- Post-DRT Antenna Nets: 0
- Worst endpoint required time: 6.37 ns
- Top logic family: adder cells
- Log Warnings: 30
- Post-Synth AOI/OAI Area: 0.0242
- Max_cap viols: 0
- Die W: 149 um
- DP Area: 0.0102 mm2
- Worst-path fanout max: 2
- Die area: 0.0221 mm2
- Iter 0 DRT Violations: 113
- Residual DRC count: 0
- Adder share: 0.465
- P&R area growth vs syn: 23.0%
- Input/output buffers: 108
- Detailed Place HPWL: 14000 um
- Synth flops: 63
- CTS sink count: 63
- Worst Hold Path Cells: 1
- GRT Overall Usage: 0.167
- Pre-Place Util: 0.409
- Crit path arrival time: 6.17 ns
- Synth Seq Share: 0.183
- Top Ports: 109
- Max-slew headroom: 0.763
- Cell Pwr Density: 410 mW/mm2
- Worst-path clk slew: 0.05 ns
- Met2 GRT Util: 0.285
- Synth cell types: 23
- Number of global-route vias before repair: 5846
- Post-Route WL: 15600 um
- Maximum clock frequency: 164 MHz
- Initial antenna violation count: 1
- Worst setup margin: 0.198 ns
- Simple-Gate Area Share: 0.166
- Synth top cell by count: inv_1
- Worst skew pair latency: 0.32 ns
- Final Core Density: 0.503
- Vias per cell: 4.24
- Height of the die: 149 um
- M3 GR Usage: 0.0285
- Post-Route Skew: 0.00694 ns
- Worst Hold Launch: hidden_neuron2.tmp_out[7]
- Drt pass-1 iters: 4
- Core area: 0.0210 mm2
- XOR/XNOR Area Share: 0.0602
- Syn Inst Count: 892
- Fraction of registers with async set or reset after synthesis: 0
- Post-CTS Hold Fix Bufs: 0
- Largest area contributor in the netlist: fa_1
- Post-route cell area: 0.0106 mm2
- Leak: 0.00503 uW
- Layout Cells excl Fill: 1319
- Share of cells above drive strength 1: 0.0968
- Top cells by count: inv_1 (218), fa_1 (151), nand2_1 (116)
- First-pass GRT wire length: 27300 um
- Top cells, area: fa_1 (35%), ha_1 (11%), edfxtp_1 (11%)
- Via count: 5588
- Final setup vio count: 0
- Clock tree buffer depth: 2
- Flop-to-flop setup slack: 0.74 ns
- Standard-cell row count: 53
- Startpoint types: input port
- Largest net degree at the start of global routing: 34
- Min-Delay Path Class: reg2reg
- Chip area in the Yosys report: 0.00859 mm2
- RR Endpoint: output_neuron.tmp_out[10]
- Final Hold Viols: 0
- Worst r2r path cells: 19
- Worst vdd ir: 0.000818 V
- Yosys warnings: 3
- GRT met1 Usage: 0.240
- WHS Endpoint: hidden_neuron2.neuron_out[7]
- Period utilisation layout: 0.969
- Placed Cells: 1299
- CTS Root Cell: clkbuf_16
- Actual slew at the worst max-slew pin: 0.356 ns
- CTS tree: done
- Largest type area fraction: 0.352
- Mux cell area share: 0
- RD Place Congestion: 0.851
- Layer with the highest usage: met2
- FILL cells: 1967
- Yosys Instances: 892
- Fin. max-slew vios: 0
## repair_timing
item                                   in CTS  in global routing
pin swaps                                   9                 38
cloned                                      0                  1
setup buffers                               2                  0
resized                                    28                 71
setup endpoints to repair                   1                  1
endpoints found under the hold margin       0                  0
## per-layer routing
| metal | vias up | part of all wire |
|---|---|---|
| met2 | 143 | 0.50 |
| met1 | 2533 | 0.43 |
| met4 | 0 | 0.018 |
| met5 | - | 0 |
| met3 | 22 | 0.052 |
| li1 | 2890 | - |
## critical path: stages
cell,delay [ns]
buf_6,0.09
and2_4,0.13
fa_1,0.57
inv_2,0.05
fa_1,0.47
fa_1,0.49
fa_1,0.51
inv_2,0.04
fa_1,0.47
fa_1,0.54
inv_2,0.04
fa_1,0.51
inv_2,0.05
ha_4,0.25
a21oi_2,0.04
o21bai_1,0.18
a21oi_2,0.09
o21ai_2,0.16
xnor2_1,0.14
xnor2_1,0.09
## report_power, final
part | internal [uW] | switching, uW
logic | 1630 | 1640
clock network | 284 | 155
registers | 569 | 50.0
## cells in the final DEF (no fill, tap or decap), types with 2 or more instances in the layout
master,n
nand2_2,5
ha_1,76
fa_1,149
xnor2_1,48
clkbuf_4,2
clkdlybuf4s50_1,84
nor2_1,6
a21oi_1,12
fa_2,2
clkbuf_2,9
xor2_1,10
clkinv_2,4
dfxtp_1,32
inv_1,212
nand2_1,113
and2_4,5
a21boi_0,3
edfxtp_1,31
clkbuf_8,2
ha_4,2
a21o_1,4
o21ai_0,9
buf_6,4
nand2b_1,3
a21oi_2,3
and2_2,7
buf_2,3
o21bai_1,4
dlymetal6s2s_1,7
inv_2,6
nor2b_1,38
clkbuf_16,9
buf_4,36
and2_1,99
## per-stage QoR
stage	total power [uW]	hold WS, ns
after CTS	4040	0.437
after floorplan	2960	0.414
final	4330	0.436
after global placement	3460	0.435
after detailed placement	3540	0.436
after global routing	5030	0.452
## kinds of logic (layout without fill, tap and decap cells)
kind of cell	Yosys count	count (layout)
AND/OR/NAND/NOR	276	276
flip-flops	63	63
XOR/XNOR	59	59
AND-OR/OR-AND	36	36
other	0	1
buffers and inverters	229	380
adder cells (fa/ha/maj)	229	229
## cell type report
class,instances,area (um2),area share
clock buffers,12,256,0.0243
clock inverters,4,20.0,0.00189
diodes,1,2.50,0.000237
repair buffers,146,1330,0.126
multi-input cells,600,6230,0.589
inverters,218,818,0.0774
well taps,275,344,0.0326
flip-flops and latches,63,1570,0.149
## registers in the layout (all words and copies together) (netlist names)
signal,count
output_neuron.tmp_out,1
final_out,1
hidden_neuron1.tmp_out,10
hidden_neuron2.neuron_out,10
hidden_neuron1.neuron_out,10
hidden_neuron2.tmp_out,10
hidden_neuron3.tmp_out,10
hidden_neuron3.neuron_out,10
output_neuron.neuron_out,1
## how the worst max path moves through the flow
stage,start,end,slack [ns]
4_1_cts,output_weight3[2],output_neuron.tmp_out[10],0.0007
5_1_grt,output_weight1[2],output_neuron.tmp_out[10],-0.02
6_report,output_weight1[4],output_neuron.tmp_out[10],0.20
Power is estimated from default activity; no workload was simulated.
